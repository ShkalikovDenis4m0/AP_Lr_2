$ cat ./design.v
module apb_master
(
    input wire PCLK,                     
    input wire PWRITE_MASTER,            
    output reg PSEL = 0,                 
    input wire [31:0] PADDR_MASTER,      
    input wire [31:0] PWDATA_MASTER,     
    output reg [31:0] PRDATA_MASTER = 0, 
    output reg PENABLE = 0,              
    input wire PRESET,                   
    input wire PREADY,                   
    output reg [31:0] PADDR = 0,         
    output reg [31:0] PWDATA = 0,        
    input  wire [31:0] PRDATA,           
    output reg PWRITE = 0                
);
function void apb_write(input  [31:0] inp_addr, input  [31:0] inp_data);  
begin
  PSEL = 1'd1;         
  PADDR = inp_addr;    
  PWDATA = inp_data;   
  PWRITE = 1'd1;       
  PENABLE = 1'd1;      
  if(PREADY)
   begin
     PSEL = !PSEL;         
     PENABLE = !PENABLE;  
   end
end
endfunction
function void apb_read(input [31:0] inp_addr);  
begin
  if(!PREADY)
  begin
    PADDR = inp_addr;  
    PWRITE = 1'd0;
    PSEL = 1'd1;
    PENABLE = 1'd1;
  end
  else if(PREADY)
   begin
     PSEL = !PSEL;
     PENABLE = !PENABLE;
   end
end
endfunction
always @(posedge PCLK) 
begin
    if(PRESET)  
    begin
      PADDR <= 32'b0;
      PWDATA <= 32'b0;
      PWRITE <= 1'b0;
      PSEL <= 1'b0;
      PENABLE <= 1'b0;
      PRDATA_MASTER <= 1'b0;
    end
    else if (!PWRITE_MASTER)  
     begin
        apb_read(PADDR_MASTER);  
     end
    else if (PWRITE_MASTER)  
     begin
        apb_write(PADDR_MASTER, PWDATA_MASTER);
     end
  end
always @(posedge PREADY)  
begin
  if (!PWRITE_MASTER)      
    begin
     PRDATA_MASTER <=PRDATA;  
    end
end
endmodule
$ cat ./run.sh
#!/bin/bash
# OpenROAD 26Q1-2900-gdf79404cd8, Yosys 0.63+post, stock flow scripts
make -C /OpenROAD-flow-scripts/flow DESIGN_CONFIG=/design/flow/config.mk WORK_HOME=/design/flow/orfs finish
$ cat ./config.mk
export PLATFORM = sky130hd
export DESIGN_NAME = apb_master
export DESIGN_NICKNAME = apb_master
export VERILOG_FILES = /design/flow/design.v
export SDC_FILE = /design/flow/constraint.sdc
export NUM_CORES = 4
export LEC_CHECK = 1
export CORE_AREA = 10 10 131 131
export DIE_AREA = 0 0 141 141
$ cat ./constraint.sdc
current_design apb_master

set clk_period 1.8
set clk_io_pct 0.2

create_clock -name clk0 -period $clk_period [get_ports {PCLK}]
create_clock -name clk1 -period $clk_period [get_ports {PREADY}]

set non_clock_inputs [all_inputs -no_clocks]
set_input_delay [expr $clk_period * $clk_io_pct] -clock clk0 $non_clock_inputs
set_output_delay [expr $clk_period * $clk_io_pct] -clock clk0 [all_outputs]
==> changes_impl.md <==
### Physical design

- Pwr dens: 1210 nW/um2
- Gr usage total: between 8 and 9%
- Detailed placement HPWL: roughly 6.2 mm
- Avg Cell Area, Syn: approximately 11 um2
- Kind of critical path: clk -> reg
- Critical path launch point type: clock port
- Chip Area, Yosys: approximately 3100 um2
- M1 GR Usage: under 10%
- Fin. max-slew vios: 0
- Register share after synthesis: a little over two fifths
- R2R setup slack: approximately 1.2 ns
- FP Util: a little over a fifth
- Leakage: approximately 2.0 nW
- Port bufs: between 100 and 150
- Reg2reg end: PWDATA[15]$_SDFFE_PP0P_
- Core footprint: 14400 um2
- Required time of the critical path: approximately 2.1 ns
- Skew final: 0 ns
- Die Ht: between 100 and 150 um
- Finish-stage setup viols: 0
- Run status: complete, no violations
- Crit path arrival time: roughly 1.8 ns
- Worst hold path startpoint: PREADY
- Iteration-0 DRC Markers: 62
- WHS: 0.118 ns
- Critical Path End Type: register
- ANT cells: 0
- RSZ-0062 raised after global routing: no
- Synth warn: around 65
- TNS Setup: 0 ns
- Power Total: 0.00600 W
- GRT met2 Usage: 9.58%
- Top cells excl fill/tap: 131 x clkdlybuf4s50_1, 67 x dfxtp_1, 35 x nor2_1
- Critical Path Start: PREADY
- Vias/cell: a little over 4
- Yosys Instances: 291
- CTS tree: yes
- Area Overhead vs Synth: 59.6%
- Synth unique cells: 16
- Row count: 44
- Worst setup path end: PADDR[24]$_SDFFE_PP0P_
- Die width: about 140 um
- Ys flops: about 67
- Max Cap Viol: 0
- Initial antenna violation count: 0
- Drt drc: 0
- Detailed-router iteration count before antenna repair: 4
- Share of cells above drive strength 1: between 10% and 20%
- Syn Inst Count: 291
- R2r startpoint: PWDATA[15]$_SDFFE_PP0P_
- Ports: between 150 and 200
- Average wire per standard cell: 14.7 um
- Largest net degree at the start of global routing: ~68
- Final wirelength: 9.10 mm
- Setup Buffers After CTS: 0
- Via Count: approximately 2.5k
- CTS clock-pin slew for the worst setup and hold paths: 0.05 ns
- Busiest grt layer: met3
- RePlAce Congestion: a little over 0.8
- Post-route antenna net violation count: 0
- Fin util: between 30 and 40%
- Dominant logic cell type in the layout: clkdlybuf4s50_1
- Hold Vio Cnt, Final: 0
- Die Size: slightly below 20000 um2
- OpenROAD warnings: between 100 and 150
- Tightest Hold Check Type: clk -> reg
- Reg2Reg Depth: 2
- First-pass GRT wire length: 14.3 mm
- Cell area after synthesis: ~3100 um2
- Maximum VDD drop: ~0.43 mV
- GRT met3 Usage: about a tenth
- Max Fanout on Critical Path: 11
- Grt ovf: 0
- Post-CTS Resized: 0
- Hold_buf cts: 0
- Vias in the first global route: approximately 3.1k
how the worst min path moves through the flow:
| stage | endpoint | slack, ns | cells past startpoint |
|---|---|---|---|
| after CTS | PWRITE$_SDFFE_PP0P_ | 0.12 | 4 |
| after global routing | PWRITE$_SDFFE_PP0P_ | 0.15 | 4 |
| final | PWRITE$_SDFFE_PP0P_ | 0.12 | 4 |
routing by layer:
layer	vias up	wire length, um	part of all wire [%]
li1	1209	-	-
met1	1114	3690	41
met2	170	3370	37
met3	35	1670	18
met4	0	363	4.0
met5	-	0	0
registers in the layout, indices dropped and copies added (netlist names):
register  count
PADDR        32
PWRITE        1
PSEL          1
PWDATA       32
PENABLE       1
power breakdown:
group / internal [W] / switching (W)
Clock: 0.00198 / 0.00141
Sequential: 0.00173 / 0.000123
Combinational: 0.000571 / 0.000181
Total: 0.00429 / 0.00172
cells in the mapped netlist:
| library cell | count | area [um2] |
|---|---|---|
| dfxtp_1 | 67 | 1340 |
| nor2_1 | 35 | 131 |
| buf_4 | 32 | 240 |
| mux2i_1 | 32 | 320 |
| nand2b_1 | 32 | 200 |
| nand4bb_1 | 32 | 360 |
| o21ai_2 | 30 | 263 |
| buf_2 | 11 | 55.1 |
| buf_12 | 6 | 120 |
| clkbuf_1 | 6 | 22.5 |
| o21a_1 | 2 | 15.0 |
| o21ai_1 | 2 | 10.0 |
| a21oi_1 | 1 | 5.00 |
| and2b_4 | 1 | 10.0 |
| buf_6 | 1 | 11.3 |
| conb_1 | 1 | 3.75 |
kinds of logic (layout without fill, tap and decap cells):
| kind of cell | count (synthesis) | in the layout | synth area share [%] |
|---|---|---|---|
| AND-OR/OR-AND | 35 | 35 | 9.42 |
| buffers and inverters | 56 | 168 | 14.4 |
| flip-flops | 67 | 67 | 43.1 |
| multiplexers | 32 | 32 | 10.3 |
| other | 1 | 32 | 0.121 |
| AND/OR/NAND/NOR | 100 | 100 | 22.6 |
per-stage QoR:
step | instances | setup WS (ns) | cell area [um2]
after CTS | 618 | 0.226 | 4960
final | 618 | 0.241 | 4960
after global placement | 587 | 0.381 | 4400
after floorplan | 322 | 0.396 | 3230
after detailed placement | 587 | 0.381 | 4400
after global routing | 618 | 0.203 | 4960
critical path, stage by stage:
cell	delay [ns]
clkbuf_16	0.14
clkbuf_16	0.16
and2b_4	0.17
clkbuf_16	0.15
clkbuf_16	0.17
o21ai_2	0.12
final cells by class:
cell class,instances,area (um2)
Sequential cell,67,1340
Clock buffer,22,507
Clock inverter,9,61.3
Fill cell,1413,9460
Tap cell,184,230
Timing Repair Buffer,137,1390
Multi-Input combinational cell,199,1440
Power figures rest on the tool's default switching activity, not on a simulated workload.
