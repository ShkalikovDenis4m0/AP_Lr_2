<file path="config.mk">
export PLATFORM = sky130hd
export DESIGN_NAME = apb_perimetr
export DESIGN_NICKNAME = apb_perimetr
export VERILOG_FILES = /design/flow/design.v
export SDC_FILE = /design/flow/constraint.sdc
export NUM_CORES = 4
export LEC_CHECK = 1
export CORE_UTILIZATION = 30
</file>
<file path="constraint.sdc">
current_design apb_perimetr

set clk_period 12.6
set clk_io_pct 0.2

create_clock -name clk0 -period $clk_period [get_ports {PCLK}]

set non_clock_inputs [all_inputs -no_clocks]
set_input_delay [expr $clk_period * $clk_io_pct] -clock clk0 $non_clock_inputs
set_output_delay [expr $clk_period * $clk_io_pct] -clock clk0 [all_outputs]
</file>
<file path="design.v">
module apb_perimetr
#(parameter storona_a_ADDR = 4'h0,  
  parameter storona_b_ADDR = 4'h4,  
  parameter output_reg_ADDR = 4'h8)   
(
    input wire PWRITE,             
    input wire PCLK,               
    input wire PSEL,               
    input wire [31:0] PADDR,       
    input wire [31:0] PWDATA,      
    output reg [31:0] PRDATA = 0,  
    input wire PENABLE,            
    output reg PREADY = 0          
);
reg [31:0] storona_a = 0;   
reg [31:0] storona_b = 0;   
reg [31:0] output_reg = 0;  
always @(posedge PCLK) 
begin
    if (PSEL && !PWRITE && PENABLE)  
     begin
        case(PADDR)
         4'h0: PRDATA <= storona_a;   
         4'h4: PRDATA <= storona_b;   
         4'h8: PRDATA <= output_reg;  
        endcase
        PREADY <= 1'd1;  
     end
     else if(PSEL && PWRITE && PENABLE)  
     begin
        case(PADDR)
         storona_a_ADDR: storona_a <= PWDATA;  
         storona_b_ADDR: storona_b <= PWDATA;  
        endcase
        PREADY <= 1'd1;     
     end
   if (PREADY)  
    begin
      PREADY <= !PREADY;
    end 
  end
always @(storona_a or storona_b) begin  
   output_reg <= 2*(storona_a + storona_b);
end
endmodule
</file>
<file path="run.sh">
#!/bin/bash
# OpenROAD 26Q1-2900-gdf79404cd8, Yosys 0.63+post, stock flow scripts
make -C /OpenROAD-flow-scripts/flow DESIGN_CONFIG=/design/flow/config.mk WORK_HOME=/design/flow/orfs finish
</file>
==> flow_metrics.py <==
# Physical implementation metrics
metrics = {
    "drt": {
        "highest_layer": "met4",
        "diodes": 0,
        "viasPerCell": 5.006,
        "route.met3.wl_um": 868,
        "drt.antenna.violating_nets": 0,
        "dr.pass1.iters": 4,
        "drc": 0,
        "avgRoutedWirePerCell_um": 15.69,
        "met1_length_um": 5788,
        "initialDrtViolationCount": 272,
        "wirelength_um": 12240,
        "met2_length_um": 5298,
        "vias": 3905,
    },
    "floorplanning": {
        "placementRows": 48,
        "die_x_um": 135.0,
        "core-area_um2": 17300,
        "die-area_um2": 18220,
        "floorplanUtilization": 0.3066,
        "num_io_pins": 101,
        "die_h_um": 135.0,
    },
    "synth": {
        "ys_seq_share": 0.5473,
        "postSynthCellCount": 452,
        "synth.distinct_cells": 54,
        "enable_flop_cells": 96,
        "synth_stat.cells": 452,
        "ys_async_sr_fraction": 0,
        "syn_area_per_cell_um2": 11.73,
        "yosysWarnings": 1,
        "yosysChipArea_um2": 5304,
        "ys_ff": 97,
        "synthFlopType": "edfxtp_1",
        "netlist_area_um2": 5304,
    },
    "timing": {
        "hold_violations": 0,
        "finalSetupTns_ns": 0,
        "fin_skew_ns": 0.008267,
        "setup_viol": 0,
        "worst_pin_slew_ns": 0.7533,
        "timing.hold.ws_ns": 0.4093,
        "maxSlewHeadroom": 0.4962,
        "period_minus_slack_ns": 4.983,
        "fmax_ghz": 0.2007,
        "slew_violations": 0,
        "fin_crit_sh": 0.3955,
        "rsz0062_at_grt": "no",
    },
    "critical_path": {
        "crit_path_max_incr_delay_ns": 0.41,
        "critPathKind": "input port to flop",
        "path_common_cell": "buf_4",
        "end_kind": "flop",
        "path_delay_family": "simple AND/OR/NAND/NOR gates",
        "startpoint_type": "input port",
        "required_ns": 12.66,
        "crit_path_max_fanout": 28,
        "critPathArrivalTime_ns": 5.04,
        "slowest_stage": "buf_4",
        "regToRegSetupSlack_ns": 9.62,
        "crit_path_cell_trace": "clkdlybuf4s50_1 -> nor4_1 -> nand4_1 -> or2_1 -> nor3b_4 -> buf_4 -> nor2_4 -> buf_4 -> a22oi_1 -> o21ai_0",
        "worst-path-buf-inv": 3,
    },
    "placed_design": {
        "io_buffers": 100,
        "dpl.cell_count": 765,
        "place.gp.congestion": 0.9100,
        "dp_hpwl_um": 8900,
    },
    "layout": {
        "instances_no_fill": 780,
        "syn_to_final_growth_pct": 29.11,
        "drive_gt1_frac": 0.07387,
        "final_util": 0.3959,
    },
    "global_route": {
        "grt_pass1_wl_um": 19090,
        "grt_overflow_total": 0,
        "grt_max_degree": 33,
        "grt_util_all_layers": 0.1420,
        "grt_pass1_vias": 3855,
        "antenna_found_initial": 0,
    },
    "job": {
        "maxCapViolations": 0,
        "tool_warnings": 25,
    },
    "clock_network": {
        "clock-root-buffer": "clkbuf_16",
        "cts_tree": "done",
        "clock-sinks": 97,
        "htreeDepth": 3,
        "hold_buffers": 0,
        "clockBufferDepth": 2,
        "cts_resized": 0,
        "postCtsSetupBuffers": 0,
        "numCtsBuffers": 9,
        "cts.clk_slew.worst_paths_ns": 0.06,
        "clkLatencyLatePin_ns": 0.35,
    },
    "outcome": {
        "status": "finished clean",
    },
    "power_and_ir_drop": {
        "p_leak_nw": 2.416,
        "p_per_area_nw_per_um2": 97.07,
        "irDropWorstVdd_v": 0.00006244,
    },
    "min_path": {
        "min_path_type": "flop to flop",
    },
}
## report_power, final
group	leakage [nW]	internal [W]	total [W]	switching, W
Sequential	0.870	0.000353	0.000353	0.0000000764
Clock	0.147	0.000172	0.000284	0.000113
Combinational	1.40	0.0000199	0.0000276	0.00000770
## cell usage in the layout, fill, tap and decap left out, types with 2 or more instances in the layout
cell type	n
a31oi_1	3
clkinv_1	2
xor2_1	17
nand3_1	13
a21o_1	18
o21ai_0	24
nor3_1	5
a21oi_1	41
ha_1	30
clkbuf_16	9
a22oi_1	11
nor2_1	25
nand2b_1	4
nand2_1	40
nor2b_1	3
inv_1	4
a211oi_1	4
o21ai_1	16
and4_1	2
xnor2_1	12
nor3b_4	2
nor4_1	9
buf_4	6
edfxtp_1	96
bufinv_16	2
clkdlybuf4s50_1	100
a22oi_2	14
o21bai_1	2
nand4_1	12
nand3b_1	2
## routing by layer
| layer | vias up | global-route usage |
|---|---|---|
| li1 | 1949 | - |
| met1 | 1815 | 0.2174 |
| met2 | 125 | 0.2016 |
| met3 | 16 | 0.05249 |
| met4 | 0 | 0.02996 |
| met5 | - | 0 |
## cells by family after synthesis
| kind of cell | synth area share |
|---|---|
| mux | 0.001887 |
| buf+inv | 0.02359 |
| simple gates | 0.1189 |
| xor+xnor | 0.04789 |
| flops | 0.5473 |
| compound gates | 0.1859 |
| fa+ha+maj | 0.07455 |
## layout make-up
type,instances,area (um^2)
multi-input cells,333,2293
clock buffers,9,225.2
fillers,1625,10450
inverters,4,15.01
clock inverters,6,83.83
well taps,225,281.5
flip-flops and latches,97,2903
repair buffers,106,1046
## final timing paths
kind / cells after the start / end / from
setup reg to reg: 10 / PRDATA[31] / storona_a[0]
hold / removal: 1 / PREADY / PREADY
setup / recovery: 10 / PRDATA[8] / PADDR[8]
hold reg to reg: 1 / PREADY / PREADY
## registers in the layout, indices dropped and copies added, names as in the netlist
signal and flops:
PRDATA 32, storona_a 32, PREADY 1, storona_b 32
## worst reg2reg max path, stage by stage (launching register included)
cell and delay (ns):
edfxtp_1 0.39, ha_1 0.25, fa_1 0.42, a211oi_1 0.32, o21ai_0 0.23, nand3_1 0.15
nand3_1 0.11, a31oi_1 0.30, o21ai_0 0.22, xnor2_1 0.16, a211oi_1 0.25
## cells in the mapped netlist, types with 2 or more instances
library cell	instances	area (um^2)
a211oi_1	4	30.03
a21o_1	18	135.1
a21oi_1	41	205.2
a22oi_1	11	82.58
a22oi_2	14	175.2
a31oi_1	3	18.77
and4_1	2	17.52
buf_2	4	20.02
buf_6	3	33.78
clkbuf_1	9	33.78
edfxtp_1	96	2883
ha_1	30	375.4
inv_1	4	15.01
nand2_1	40	150.1
nand2b_1	4	25.02
nand3_1	13	65.06
nand3b_1	2	15.01
nand4_1	12	75.07
nor2_1	25	93.84
nor2b_1	3	18.77
nor3_1	6	30.03
nor4_1	10	62.56
o21ai_0	24	120.1
o21ai_1	16	80.08
o21bai_1	2	15.01
xnor2_1	12	105.1
xor2_1	17	148.9
## stage by stage
stage | setup slack [ns] | area (um^2) | total power (W)
5_1_grt | 7.446 | 6848 | 0.0006841
3_3_place_gp | 7.273 | 6539 | 0.0003870
2_1_floorplan | 5.706 | 5304 | 0.0003631
4_1_cts | 7.623 | 6848 | 0.0006727
3_5_place_dp | 7.261 | 6539 | 0.0003874
6_report | 7.617 | 6848 | 0.0006647
Power is estimated from default activity; no workload was simulated.
